==> ./design.v <==
module flex_counter 
#(
	parameter NUM_CNT_BITS = 4
)
(
	input wire clk, n_rst, clear, count_enable,
	input wire [NUM_CNT_BITS - 1:0] rollover_val,
	output wire [NUM_CNT_BITS - 1:0] count_out,
	output reg rollover_flag
);
	reg [NUM_CNT_BITS - 1:0] count;
	reg [NUM_CNT_BITS - 1:0] nxt_count;
	reg rf;
	assign count_out = count;
	always_ff @(posedge clk, negedge n_rst) begin
		if(n_rst == 0) begin
			count <= 0;
			rollover_flag <= 0;
		end
		else begin			
			count <= nxt_count;
			rollover_flag <= rf;
		end
	end
	always_comb begin
		if(clear == 1) begin
			nxt_count = 0;
		end
		else if(count_enable) begin
			if(rollover_flag == 1) begin
				nxt_count = 1;
			end
			else begin
				nxt_count = count + 1;
			end
		end
		else begin
			nxt_count = count;
		end
		if(nxt_count == rollover_val) begin
			rf = 1;
		end	
		else begin
			rf = 0;
		end	
	end
endmodule
module usb_controller
(
	input wire clk,
	input wire n_rst,
	input wire ack_done,
	input wire crc_error,
	input wire ack_rcvd,
	input wire nak_rcvd,
	input wire byte_ready,
	input wire eop_found,
	input wire fifo_empty,
	input wire fifo_full,
	input wire in_token,
	input wire out_token,
	output reg read_enable,
	output reg read_start,
	output reg read_error,
	output reg write_enable,
	output reg write_start,
	output reg write_error,
	output reg tx_enable,
	output reg handshake_prep,
	output reg [1:0] handshake  
);
	reg clear_counter, count_enable, rollover_flag;
	reg [8:0] byte_count;
	flex_counter #(9) BYTE_CNT (.clk(clk), .n_rst(n_rst), .clear(clear_counter), .count_enable(count_enable), .rollover_val(9'd511), .rollover_flag(rollover_flag), .count_out(byte_count)) ;
	typedef enum logic [3:0] 
	{
		IDLE,
		OUT_TOKEN,
		WRITE_FIRST,
		WRITE_ALL,
		WRITE_NEXT,
		WRITE_ERROR,
		NAK_PREP,
		ACK_PREP,
		IN_TOKEN,
		SEND_FIRST,
		SEND_ALL,
		WAIT,
		UNDO_READ
	} stateType;
	stateType state, nextstate;
	always_ff @ (posedge clk, negedge n_rst) begin: StateReg
		if (n_rst == 0) begin
			state <= IDLE;
		end
		else begin
			state <= nextstate;
		end
	end
	always_comb begin
		nextstate = state;
		case(state)
			IDLE: begin
				if(out_token)
					nextstate = OUT_TOKEN;
				else if(in_token)
					nextstate = IN_TOKEN;
			end
			OUT_TOKEN: begin
				if(crc_error | fifo_full)
					nextstate = NAK_PREP;
				else if(eop_found)
					nextstate = IDLE;
				else if(byte_ready)
					nextstate = WRITE_FIRST;
			end
			WRITE_FIRST: begin
				 nextstate = WRITE_ALL;
			end
			WRITE_ALL: begin
				if(fifo_full)
					nextstate = NAK_PREP;
				else if(crc_error)
					nextstate = WRITE_ERROR;
				else if(eop_found)
					nextstate = ACK_PREP;
				else if(byte_ready)
					nextstate = WRITE_NEXT;
			end
			WRITE_NEXT: begin
				nextstate = WRITE_ALL;
			end
			WRITE_ERROR: begin
				nextstate = NAK_PREP;
			end
			NAK_PREP: begin
				nextstate = IDLE;
			end
			ACK_PREP: begin
				nextstate = IDLE;
			end
			IN_TOKEN: begin
				if(fifo_empty)
					nextstate = NAK_PREP;
				else
					nextstate = SEND_FIRST;
			end
			SEND_FIRST: begin
				nextstate = SEND_ALL;
			end
			SEND_ALL: begin
				if(fifo_empty | rollover_flag)
					nextstate = WAIT;
				else
					nextstate = SEND_ALL;
			end
			WAIT: begin
				if(ack_rcvd)
					nextstate = IDLE;
				else if(nak_rcvd)
					nextstate = UNDO_READ;
			end
			UNDO_READ: begin
				nextstate = IDLE;
			end
		endcase
	end
	always_comb begin
		read_enable = 0;
		read_start = 0;
		read_error = 0;
		write_enable = 0;
		write_start = 0;
		write_error = 0;
		tx_enable = 0;
		handshake_prep = 0;
		handshake = 3;
		count_enable = 0;
		clear_counter = 0;
		case(state)
			WRITE_FIRST: begin
				write_enable = 1;
				write_start = 1;
			end
			WRITE_NEXT: begin
				write_enable = 1;
			end
			WRITE_ERROR: begin
				write_error = 1;
			end
			NAK_PREP: begin
				handshake_prep = 1;
				handshake = 1;
			end
			ACK_PREP: begin
				handshake_prep = 1;
				handshake = 0;
			end
			IN_TOKEN: begin
				clear_counter = 1;
			end
			SEND_FIRST: begin
				tx_enable = 1;
				read_enable = 1;
				read_start = 1;
				count_enable = 1;
			end
			SEND_ALL: begin
				tx_enable = 1;
				read_enable = 1;
				count_enable = 1;
			end
			UNDO_READ: begin
				read_error = 1;
			end
		endcase
	end
endmodule
==> ./run.sh <==
#!/bin/bash
# OpenROAD 26Q1-2900-gdf79404cd8, Yosys 0.63+post, stock flow scripts
make -C /OpenROAD-flow-scripts/flow DESIGN_CONFIG=/design/flow/config.mk WORK_HOME=/design/flow/orfs finish
==> ./config.mk <==
export PLATFORM = sky130hd
export DESIGN_NAME = usb_controller
export DESIGN_NICKNAME = usb_controller
export VERILOG_FILES = /design/flow/design.v
export SDC_FILE = /design/flow/constraint.sdc
export NUM_CORES = 4
export LEC_CHECK = 1
export CORE_AREA = 10 10 90 90
export DIE_AREA = 0 0 100 100
==> ./constraint.sdc <==
current_design usb_controller

set clk_period 3.0
set clk_io_pct 0.2

create_clock -name clk0 -period $clk_period [get_ports {clk}]

set non_clock_inputs [all_inputs -no_clocks]
set_input_delay [expr $clk_period * $clk_io_pct] -clock clk0 $non_clock_inputs
set_output_delay [expr $clk_period * $clk_io_pct] -clock clk0 [all_outputs]
==> COMMIT_EDITMSG <==
Log flow metrics for this revision

- Overall track demand over capacity in global routing: 5.60%
- Total power of the final layout: 1180 uW
- The number of antenna violations at the first check in global routing came to 0.
- The routed layout reports a DRC error count of 0.
- Checking max transition, the worst relative margin is 57.4%.
- Launch point of the critical path: state[1]
* Iter 0 DRT Violations: 35
- Area Growth Syn to Fin: 27.9%
* Status: finished, final reports clean
- A synthesized cell averages 8.68 um^2.
* Count of library flops with an enable pin: 0
- Clock skew on the completed layout was measured at 1.90 ps.
* Startpoint type of the worst setup path: register
- Reported max-cap violation count: 0
* Die Size: 10,000 um^2
* Number of buffers on the longest clock path: 2
- After detailed routing, the average wire length per cell comes to 12.2 um.
- Final worst slack: 339 ps
- Count of buffers from port buffering: 20
- Cell count after synthesis: 130
- For reference, the top cells by count after synthesis are dfrtp_1 (14), nor2_1 (14), inv_1 (10), a21oi_1 (8), ha_1 (6).
- Startpoint of the lowest-slack register-to-register path: state[1]
- Dividing the final minimum period by the clock period gives 88.7%.
- Yosys cell count: 130
- Yosys reports the multiplexer fraction of the synthesized area as 1.77%.
* Register share after synthesis: 31.0%
* Post-CTS setup-driven buffer insertion count: 0
* Number of endpoints with negative hold slack in the final report: 0
- Per the layout area report, the combinational gate area comes to 701 um^2.
- Capture endpoint of the worst hold path: BYTE_CNT.count[7]
* Critical path data required time: 2400 ps
- The critical path is of the reg -> out type.
* R2r worst-path depth: 7
- Pre-Place Util: 18.0%
- Half-perimeter wire length after placement: 2.09 mm
* # diodes: 0
- Final wirelength: 2.75 mm
- The report puts the hold buffer count at CTS at 0.
- Proportion of netlist area held by the largest area contributor: 31.0%
* Height of the chip: 100 um
- TritonCTS created 3 clock buffers.
- Die boundary width: 100 um
* Post-CTS sizing: 0
* Wire length of the first global-routing pass: 4.82 mm
- Distinct cell type count of the synthesized netlist: 48
- The synthesized netlist devotes 17.3% of its cell area to compound gates.
- Post-synth top flop: dfrtp_1
* Number of search-and-repair iterations in the first detailed-routing pass: 4
- The endpoint identified for the worst register-to-register timing path is BYTE_CNT.rollover_flag.
* # setup viols final: 0
- Main logic family: simple AND/OR/NAND/NOR gates
- For the final routed database, the setup TNS stands at 0 ps.
- Layout cell share with drive strength beyond 1: 8.78%
- Summing the areas of all fa, ha and maj instances in the mapped netlist gives 6.65% of the synthesized area.
- The arrival time of data at the worst endpoint is listed as 2060 ps.
- Worst slack at placement: 572 ps
- Yosys chip area: 1130 um^2
- In this run the register-to-register setup slack is 880 ps.
- Note that the worst hold path type here is reg -> reg.
- Number of filler cells placed in the layout: 689
- In this run the remaining antenna-violating nets after routing total 0.
- CTS built an H-tree with a depth of 1.
- The stage logs contain a warning count of 30.
- The flow reported a cell area power density of 817 nW/um^2.
* Maximum number of pins on one net before global-route repair: 17
- The cell type that accounts for the most area after synthesis is dfrtp_1.
- Per the synth log, the flip-flop and latch total comes to 14.
- The number of global-route vias before repair is 987.
- Sequential cell area in the final layout: 350 um^2
- The detailed router placed 1,006 vias in this run.
* Vias/cell: 4.47
- After floorplanning, the core was divided into 29 placement rows.
* Root Driver: clkbuf_8
- The clock net in this run drives a total of 14 sinks.
- After global routing the overflow that remains totals 0.
- Summing every instance area after synthesis gives 1130 um^2.
* Pins over their slew limit: 0
* Worst-skew pair later-pin latency: 240 ps
- Worst hold path depth: 2
- Launch point of the worst hold path: BYTE_CNT.count[7]
- Static Leak: 0.000589 uW
- Ranked by total cell area, the synthesized netlist is headed by dfrtp_1 (31%), ha_1 (6.7%), nor2_1 (4.7%).
- Placeable core region: 6280 um^2
- Of all nets on the critical path, the largest fanout is 9.
- Post-layout min period: 2660 ps
- The worst setup path is captured at a primary output.
- Xor and xnor fraction of the mapped netlist area: 4.66%
- Yosys warning count: 2
- Placer Congestion: 0.841
- Async set or reset register ratio after synthesis: 100%
- Number of I/O pins: 22
* Worst-case vdd ir drop: 0.000310 V
- Clock-pin slew was measured on the worst setup and hold paths at 60 ps.
* Setup repair after global routing missed its margin: no
- Worst Tran Pin Value: 637 ps
- Static timing analysis puts the maximum clock frequency at 376 MHz.
- TritonCTS built the clock tree.
- Simple-Gate Fraction of Synth Area: 31.7%
[layer usage]
metal | part of all wire, % | global-route usage, %
met5 | 0 | 0
met4 | 1.4 | 0.870
met3 | 3.9 | 0.972
met2 | 46 | 8.51
met1 | 49 | 8.27
[report_power, final]
part           switching (uW)  internal (uW)  leakage (uW)
logic                     343            321      0.000374
clock network            65.3            116     0.0000288
registers                99.3            234      0.000186
total                     507            672      0.000589
[worst max-delay path by stage]
stage | end | slack (ps) | cells past startpoint
finish | tx_enable | 340 | 4
global route | tx_enable | 170 | 4
CTS | tx_enable | 300 | 4
[cell families (layout without fill, tap and decap cells)]
logic type | Yosys count | after routing
adders and majority gates | 6 | 6
buffers and inverters | 17 | 35
AOI/OAI and AO/OA | 29 | 29
xor gates and xnor gates | 6 | 6
and+or+nand+nor | 56 | 56
muxes | 2 | 2
DFF | 14 | 14
[critical path, stage by stage (launching register included)]
cell	delay (ps)
dfrtp_1	440
inv_1	90
ha_1	350
and3b_1	400
clkdlybuf4s50_1	540
[layout make-up]
type                       count  area share, %
tap                           77           6.67
multi-input combinational     99           48.5
clock buffer                   4           3.81
sequential                    14           24.3
timing repair buffer          20           13.9
inverter                      11           2.86
[registers in the layout (all words and copies together), names as in the netlist]
register	cells
BYTE_CNT.count	9
state	4
BYTE_CNT.rollover_flag	1
[stage by stage]
step	util [%]	hold WS, ps	cell area [um^2]	instances
floorplan	-	304	1130	130
global placement	22.1	537	1390	221
detailed placement	22.1	531	1390	221
CTS	23.0	551	1440	225
global route	23.0	591	1440	225
finish	23.0	545	1440	225
[placed cells by master, fill, tap and decap left out, types with 3 or more instances in the layout]
cell              n
clkdlybuf4s50_1  20
a21oi_1           8
ha_1              6
and2_1            3
nor3b_1           3
inv_1            10
nand4_1           5
o21ai_0           5
a22o_1            3
dfrtp_1          14
xnor2_1           4
nor2_1           14
nor4_1            3
nor2b_1           4
clkbuf_8          4
nand2_1           5
Power is estimated from default activity; no workload was simulated.
