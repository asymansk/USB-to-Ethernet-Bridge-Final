## /design/flow/design.v

```verilog
module bit_unstuff
(
input clk, n_rst, d_decoded, data_enable,
output reg d_unstuffed, unstuff_hold
);
reg [2:0] count;
always_ff @ (posedge clk, negedge n_rst)
begin
	if (!n_rst) begin
		d_unstuffed <= 1'b1;
	end else begin
		d_unstuffed <= d_decoded;
	end 
end
re_flex_counter #(3) BCNT (.clk(clk), .n_rst(n_rst), .clear(d_decoded), .count_enable(data_enable & !d_decoded), .rollover_val(3'b110), .rollover_flag(unstuff_hold), .count_out(count));
endmodule
module crc_16
(
input clk, n_rst, d_unstuffed, final_enable, init, crc_16_enable, crc_16_check,
output reg crc_16_passed 
);
reg [0:15] check_16;
always_ff @ (posedge clk, negedge n_rst)
begin
	if (!n_rst) begin
		check_16 <= '0;
	end else if (init) begin
		check_16 <= '0;
	end else if (final_enable & crc_16_enable) begin
		check_16[0] <= d_unstuffed ^ check_16[15];
		check_16[1] <= check_16[0];
		check_16[2] <= check_16[1] ^ d_unstuffed ^ check_16[15];
		check_16[3] <= check_16[2];
		check_16[4] <= check_16[3];
		check_16[5] <= check_16[4];
		check_16[6] <= check_16[5];
		check_16[7] <= check_16[6];
		check_16[8] <= check_16[7];
		check_16[9] <= check_16[8];
		check_16[10] <= check_16[9];
		check_16[11] <= check_16[10];
		check_16[12] <= check_16[11];
		check_16[13] <= check_16[12];
		check_16[14] <= check_16[13];
		check_16[15] <= check_16[14] ^ d_unstuffed ^ check_16[15];
	end else begin 
		check_16 <= check_16;
	end
end
assign crc_16_passed = crc_16_check & (check_16 == '0);
endmodule	
module crc_5
(
input clk, n_rst, d_unstuffed, final_enable, init, crc_5_enable, crc_5_check,
output reg crc_5_passed 
);
reg [0:4] check_5;
always_ff @ (posedge clk, negedge n_rst)
begin
	if (!n_rst) begin
		check_5 <= '0;
	end else if (init) begin
		check_5 <= '0;
	end else if (final_enable & crc_5_enable) begin
		check_5[0] <= d_unstuffed ^ check_5[4];
		check_5[1] <= check_5[0];
		check_5[2] <= check_5[1] ^ d_unstuffed ^ check_5[4];
		check_5[3] <= check_5[2];
		check_5[4] <= check_5[3];
	end else begin
		check_5 <= check_5;
	end
end
assign crc_5_passed = crc_5_check & (check_5 == '0);
endmodule
`timescale 1ns / 10ps
module flex_stp_sr
#(
parameter NUM_BITS = 4,
parameter SHIFT_MSB = 1
)
(
input wire clk, n_rst, shift_enable, serial_in,
output reg [(NUM_BITS-1):0] parallel_out
);
reg [(NUM_BITS-1):0] poutput;
assign parallel_out = poutput;
always_ff @ (posedge clk, negedge n_rst) 
begin
	if(! n_rst) begin 
		poutput <= '1;
	end else begin
		if (shift_enable) begin
			if (SHIFT_MSB) begin
				poutput <= {poutput[(NUM_BITS-2):0],serial_in};
			end else if (!SHIFT_MSB) begin 
				poutput <= {serial_in,poutput[(NUM_BITS-1):1]};
			end
		end else begin 
			poutput <= poutput;
		end
	end
end
endmodule
module re_controller
(
input clk, n_rst, eop, d_edge, crc_16_passed, crc_5_passed, byte_processed,
input [0:7] data_byte,
output reg receiving, byte_ready,in_token, out_token, crc_err, data_enable, crc_16_enable, crc_5_enable, crc_16_check, crc_5_check, eop_found, host_ack, host_nack, crc_init
); 
typedef enum bit [3:0]
{
	IDLE,
	SYNC_FOUND,
	PID,
	IN_ADDR,
	OUT_ADDR,
	DATA,
	ACK,
	NACK,
	ENDP,
	EOP,
	CRC16,
	CRC5
} stateType;
reg [3:0] state, n_state;
always_ff @ (posedge clk, negedge n_rst)
begin
	if (!n_rst) begin
		state <= IDLE;
	end else begin
		state <= n_state;
	end
end
always_comb
begin 
	n_state = state;
	crc_err = 0;
	receiving = 0;
	in_token = 0;
	out_token = 0;
	host_ack = 0;
	host_nack = 0;
	byte_ready = 0;
	data_enable = 0;
	crc_16_enable = 0;
	crc_5_enable = 0;
	crc_16_check = 0;
	crc_5_check = 0;
	eop_found = 0;
	crc_init = 0;
	case(state)
		IDLE: begin 
			if(d_edge) begin
				n_state = SYNC_FOUND;
			end
		end
		SYNC_FOUND: begin 
			receiving = 1;
			data_enable = 1;
			if (byte_processed) begin
				if(data_byte == 8'b01111111) begin
					n_state = PID;
				end 
			end
		end
		PID: begin
			receiving = 1;
			data_enable = 1;
			crc_init = 1;
			if (byte_processed) begin
				if(data_byte == 8'b10010110) begin
					n_state = IN_ADDR;
				end else if (data_byte == 8'b00010111) begin
					n_state = OUT_ADDR;
				end else if (data_byte == 8'b00111100) begin  
					n_state = DATA;
				end else if (data_byte == 8'b00101101) begin
					n_state = ACK;
				end else if (data_byte == 8'b10100101) begin
					n_state = NACK;
				end else begin
					n_state = IDLE;  
				end
			end else begin
				n_state = n_state;
			end
		end
		IN_ADDR: begin
			receiving  = 1;
			data_enable = 1;
			crc_5_enable = 1;
			if (byte_processed) begin
				if(data_byte == 8'b10100101) begin  
					n_state = ENDP;
					in_token = 1;
				end else begin
					n_state = IDLE;
				end
			end
		end
		OUT_ADDR: begin
			receiving  = 1;
			data_enable = 1;
			crc_5_enable = 1;
			if (byte_processed) begin
				if(data_byte == 8'b10100101) begin  
					n_state = ENDP;
					out_token = 1;
				end else begin
					n_state = IDLE;
				end
			end
		end
		ENDP: begin
			receiving = 1;
			data_enable = 1;
			crc_5_enable = 1;
			if (byte_processed) begin
				n_state = EOP;
			end
		end
		EOP: begin
			receiving = 1;
			data_enable = 1;
			crc_5_enable = 1;
			if (eop) begin
				n_state = CRC5;
				receiving = 0;
				data_enable = 0;
				crc_5_enable = 0;		
				crc_5_check = 1;
			end
		end
		CRC5: begin
			n_state = IDLE;
			crc_5_check = 1;
			if(!crc_5_passed) begin
				crc_err = 1;
			end
		end
		DATA: begin
			data_enable = 1;
			receiving = 1;
			crc_16_enable = 1;
			byte_ready = byte_processed;
			if (eop) begin
				n_state = CRC16;	
				receiving = 0;
				data_enable = 0;
				crc_16_enable = 0;
				crc_16_check = 1;
			end
		end
		CRC16: begin 
			n_state = IDLE;
			crc_16_check = 1;
			eop_found = 1;
			if (!crc_16_passed) begin
				crc_err = 1;
			end
		end	
		ACK: begin
			receiving = 1;
			data_enable = 1;
			host_ack = 1;
			if (eop) begin
				n_state = IDLE;
				eop_found = 1;
			end
		end
		NACK: begin
			receiving = 1;
			data_enable = 1;
			host_nack = 1;
			if (eop) begin
				n_state = IDLE;
				eop_found = 1;
			end
		end
	endcase
end
endmodule
module re_decoder 
(
input clk, n_rst, d_plus, d_minus, data_enable, n_enable,
output reg d_decoded, eop, d_edge
);
reg d_next, d_current, decode1, eop1, eop2, edge_found;
always_ff @ (posedge clk, negedge n_rst) 
begin
	if (!n_rst) begin
		eop1 <= 1;
		eop2 <= 1;
		d_decoded <= 1;
		decode1 <= 1;
	end else begin
		d_decoded <= d_current;
		decode1 <= d_next;
		eop2 <= eop1;
		eop1 <= d_plus;
	end
end
always_comb
begin
	d_next = decode1;	
	if (data_enable & n_enable) begin
		if (eop) begin
			d_next = 1;
		end else begin
			d_next = d_plus;
		end	
	end
end
assign d_edge = (eop1 ^ eop2);
assign eop = (!d_plus) & (!d_minus);
assign d_current = (decode1 ^ d_plus); 
endmodule
module re_flex_counter
#(
parameter NUM_CNT_BITS = 4
)
(
input clk, n_rst, clear, count_enable, 
input [(NUM_CNT_BITS - 1):0] rollover_val,
output reg [(NUM_CNT_BITS -1):0] count_out,
output reg rollover_flag
);
reg [(NUM_CNT_BITS - 1):0] count;
reg [(NUM_CNT_BITS - 1):0] n_count;
reg rollover;
assign count_out = count;
always_ff @ (posedge clk, negedge n_rst)
begin 
	if (!n_rst) begin
		count <= '0;
		rollover_flag <= 0;
	end else begin
		count <= n_count;
		rollover_flag <= rollover;
	end
end
always_comb
begin
	if (clear) begin
		n_count = '0;
		rollover = 0;
	end else if (count_enable) begin
		if (count == rollover_val) begin
			n_count = 1;
		end else begin
			n_count = count + 1;	
		end
	end else begin
		n_count = count;
	end
	if ((n_count == rollover_val) && (count_enable)) begin
		rollover = 1'b1;
	end else begin 
		rollover = 1'b0;
	end
end 
endmodule
module re_timer
(
input clk, n_rst, d_edge, receiving, data_enable, unstuff_hold, 
output reg byte_processed, final_enable, n_enable
);
reg [3:0] count, temprary;
reg [3:0] shift_count;
reg ignore, temp;
assign n_enable = (shift_count == 4'b0100) ? 1 : 0;
always_ff @ (posedge clk, negedge n_rst) 
begin
	if (!n_rst) begin
		final_enable <= 0;
	end else begin
		if (data_enable & !unstuff_hold) begin
			final_enable <= n_enable;
		end else begin
			final_enable <= 0;
		end
	end
end
re_flex_counter SHIFT (.clk(clk), .n_rst(n_rst), .clear(d_edge), .count_enable(receiving), .rollover_val(4'd16), .rollover_flag(ignore), .count_out(shift_count));
re_flex_counter BYTE (.clk(clk), .n_rst(n_rst), .clear(!receiving), .count_enable(final_enable), .rollover_val(4'd8), .rollover_flag(byte_processed), .count_out(count));
assign temp = ignore & 1;
assign temporary = count & 4'b1111;
endmodule
module rx_shift
(
input clk, n_rst, d_unstuffed, final_enable,
output reg [7:0] data_byte
);
flex_stp_sr #(8, 0) DOUT (.clk(clk), .n_rst(n_rst), .shift_enable(final_enable), .serial_in(d_unstuffed), .parallel_out(data_byte));
endmodule
module sync_high
(
input wire clk,
input wire n_rst,
input wire async_in,
output reg sync_out
);
reg out_1;
always_ff @ (posedge clk, negedge n_rst)
begin : logichigh
	if(1'b0 == n_rst)
	begin 
		out_1 <= 1'b1;
	end
	else
	begin
		out_1 <= async_in;
	end
end
always_ff @ (posedge clk, negedge n_rst)
begin : logichigh2
	if(1'b0 == n_rst)
	begin 
		sync_out <= 1'b1;
	end
	else
	begin
		sync_out <= out_1;
	end
end
endmodule
module usb_receiver
(
input clk, n_rst, d_plus, d_minus, 
output reg crc_err, in_token, out_token, byte_ready, host_ack, host_nack, eop_found,
output reg [7:0] data_byte
);
reg d_decoded, d_unstuffed, eop, receiving, init, data_enable, crc_16_enable, crc_5_enable;
reg crc_16_check, crc_5_check, crc_16_passed, crc_5_passed, final_enable, d_edge, n_enable;
sync_high SDP (.clk(clk), .n_rst(n_rst), .async_in(d_plus), .sync_out(sync_d_plus));
sync_high SDM (.clk(clk), .n_rst(n_rst), .async_in(d_minus), .sync_out(sync_d_minus));
re_decoder DCD (.clk(clk), .n_rst(n_rst), .d_plus(sync_d_plus), .d_minus(sync_d_minus), .data_enable(data_enable), .d_edge(d_edge), .d_decoded(d_decoded), .eop(eop), .n_enable(n_enable));
re_timer TMR (.clk(clk), .n_rst(n_rst), .d_edge(d_edge), .receiving(receiving), .data_enable(data_enable), .unstuff_hold(unstuff_hold), .byte_processed(byte_processed), .final_enable(final_enable), .n_enable(n_enable));
bit_unstuff BUSF (.clk(clk), .n_rst(n_rst), .d_decoded(d_decoded), .data_enable(n_enable), .unstuff_hold(unstuff_hold), .d_unstuffed(d_unstuffed));
rx_shift RXSR (.clk(clk), .n_rst(n_rst), .d_unstuffed(d_unstuffed), .final_enable(final_enable), .data_byte(data_byte));
re_controller RCNTRL (.clk(clk), .n_rst(n_rst), .byte_processed(byte_processed), .data_byte(data_byte), .eop(eop), .d_edge(d_edge), .crc_16_passed(crc_16_passed), .crc_5_passed(crc_5_passed), .crc_16_enable(crc_16_enable), .crc_5_enable(crc_5_enable), .crc_16_check(crc_16_check), .crc_5_check(crc_5_check), .receiving(receiving), .data_enable(data_enable), .crc_err(crc_err), .in_token(in_token), .out_token(out_token), .host_ack(host_ack), .host_nack(host_nack), .byte_ready(byte_ready), .eop_found(eop_found), .crc_init(init));
crc_16 CRC16 (.clk(clk), .n_rst(n_rst), .d_unstuffed(d_unstuffed), .final_enable(final_enable), .crc_16_enable(crc_16_enable), .crc_16_check(crc_16_check), .crc_16_passed(crc_16_passed), .init(init));
crc_5 CRC5 (.clk(clk), .n_rst(n_rst), .d_unstuffed(d_unstuffed), .final_enable(final_enable), .crc_5_enable(crc_5_enable), .crc_5_check(crc_5_check), .crc_5_passed(crc_5_passed), .init(init));
endmodule
```

## /design/flow/run.sh

```bash
#!/bin/bash
# OpenROAD 26Q1-2900-gdf79404cd8, Yosys 0.63+post, stock flow scripts
make -C /OpenROAD-flow-scripts/flow DESIGN_CONFIG=/design/flow/config.mk WORK_HOME=/design/flow/orfs finish
```

## /design/flow/config.mk

```make
export PLATFORM = sky130hd
export DESIGN_NAME = usb_receiver
export DESIGN_NICKNAME = usb_receiver
export VERILOG_FILES = /design/flow/design.v
export SDC_FILE = /design/flow/constraint.sdc
export NUM_CORES = 4
export LEC_CHECK = 1
export CORE_UTILIZATION = 30
```

## /design/flow/constraint.sdc

```tcl
current_design usb_receiver

set clk_period 3.5
set clk_io_pct 0.2

create_clock -name clk0 -period $clk_period [get_ports {clk}]

set non_clock_inputs [all_inputs -no_clocks]
set_input_delay [expr $clk_period * $clk_io_pct] -clock clk0 $non_clock_inputs
set_output_delay [expr $clk_period * $clk_io_pct] -clock clk0 [all_outputs]
```

==> summary.txt <==
Notes on the physical design

The run finished with clean final reports. The critical path goes through or3b_1 -> or2_2 -> nor4_1 -> clkdlybuf4s50_1. After synthesis the cells add up to 0.00288 mm². Checking hold timing, the worst path is listed with class primary input to async pin.

Per the gpl log, the routability congestion estimate is between 0.8 and 0.9. The floorplan step defined a core boundary enclosing 0.00928 mm². The worst setup path is of the register to primary output kind.

The transition time at the pin with the least slew margin is 0.748 ns. The maximum number of pins on one net before global-route repair is between 40 and 50. The area fraction of the largest cell type after synthesis is 0.400.

The launch point of the worst reg-to-reg path is TMR.final_enable. For this run, the chip area from Yosys synthesis comes to 0.00288 mm². The die height is ~100 µm. The worst flop-to-flop path endpoint is CRC16.check_16[15]. The number of resized instances in the post-cts repair step is 0.

The number of setup violations in the final report is 0. The slowest cell on the critical path is sky130_fd_sc_hd__dfstp_2. The count of cell types in the netlist is 47.

The most common logic cells in the final layout are sky130_fd_sc_hd__nand2_1, sky130_fd_sc_hd__dfrtp_1, sky130_fd_sc_hd__a21oi_1. The power report puts the leakage power at 1.40 nW. The synthesized flop and latch total is 64.

The clock arrives with 0.00772 ns of skew. In the final layout, the fill cell count is roughly 910. The worst-case vdd ir drop is roughly 0.13 mV. After global routing the overflow that remains totals 0.

For the worst-skew pair, the clock arrives at the later sink with an insertion delay of 0.34 ns. Of the synthesized area, sequential elements account for 0.564. The relative slew slack is 0.501. Total power normalized to cell area comes to roughly 400 mW/mm². Per the cell usage report, the commonest logic cell in the layout is sky130_fd_sc_hd__nand2_1. The finished layout holds 431 standard cells, fillers aside. The sum of buffers and inverters on the critical path is 1.

The cts-stage hold buffer count is 0. The count of flip-flops with a built-in enable after synthesis is 0. The clock tree from TritonCTS is built. Of the available clock period, the critical path in the final layout requires 0.857.

From synthesis to final layout, the design area changed by 16.9%. The cell at the root of the clock tree is sky130_fd_sc_hd__clkbuf_8. The wire length of the first global-routing pass is 9590 µm. The clock-pin transition on the worst setup and hold timing paths is ~0.070 ns. The maximum root-to-sink buffer count is 2. The endpoint arrival time on the critical path is between 2 and 2.5 ns. Among all flip-flop cells after synthesis, the most frequent one is sky130_fd_sc_hd__dfrtp_1. The count of buffers inserted at the top-level ports is 18. The first TritonRoute pass finished after 5 iterations. The worst setup path is captured at a primary output.

The number of buffers created by CTS is 9. The iteration-0 DRC count of the detailed router is 121. Summed over all instances, the cell type with the most area after synthesis is sky130_fd_sc_hd__dfrtp_1. For the worst flop-to-flop path, the logic depth is 4. In this run the full chip footprint comes out at between 0.009 and 0.01 mm². The maximum level of the CTS H-tree is 3. The post-CTS setup buffer count is 0. The remaining antenna violation count is 0.

The number of global-route vias before repair was roughly 2000. Dividing the synthesized area by the synthesized cell count gives 10.5 µm². Yosys printed 26 warnings. Summed over all layers, the routed wires come to 5530 µm. The routed layout reports a DRC error count of 0. The number of antenna cells inserted is 0. After detailed routing, the number of vias per cell comes to between 4 and 5.

The routed layout has 2042 vias. Once detailed placement completed, the half-perimeter wirelength came to 3760 µm. The number of antenna violations at the first check in global routing is 0. Setup repair after global routing left no endpoint under its margin.

The cell family contributing the most delay on the critical path is simple AND/OR/NAND/NOR gates. The post-synthesis async set-or-reset flop share is 1.00. After routing, the total negative slack on setup checks comes to 0 ns. The hold violation total from the final report is 0. 19 I/O pins were placed.

The count of standard-cell rows is 35. In the post-synthesis netlist, the biggest area contributors are sky130_fd_sc_hd__dfrtp_1, sky130_fd_sc_hd__dfstp_2, sky130_fd_sc_hd__nand2_1, sky130_fd_sc_hd__a21oi_1, sky130_fd_sc_hd__mux2_2. The post-layout minimum cycle time is 3.00 ns. The critical path launch point type is a register. The global-route usage over all layers is 0.121. The share of the core area taken by cells at floorplan is 0.310. Counting every instance in the synthesized netlist gives between 200 and 300. Including well taps, the total number of placed cells is 415. The max-slew violation total from the final report is 0. Counting every sink on the clock net gives 64. The x dimension of the die is around 100 µm.

In the final routed layout, each cell accounts on average for 12.8 µm. The biggest cell delay along the critical path is about 0.56 ns. The required time at the worst endpoint is listed as between 2 and 3 ns. The run reported a max-capacitance violation count of 0. The post-synthesis cell count from yosys is 275. Setup slack on the worst reg-to-reg path comes out at 1.41 ns. The number of logged tool warnings is 27. The maximum clock rate is around 330 MHz. The layout summary lists the proportion of cells stronger than drive strength 1 as 0.169.

The highest net fanout along the worst path is 6.
-- routing by layer --
metal,wire length (µm),share of wire,GRT usage,vias up
met5,0,0,0,-
met3,134,0.024,0.0184,8
met1,2780,0.50,0.188,989
met2,2500,0.45,0.187,26
met4,117,0.021,0.0226,0
li1,-,-,-,1019
-- worst max path at each step --
| stage | startpoint | end | slack, ns | depth (start not counted) |
|---|---|---|---|---|
| 4_1_cts | RXSR.DOUT.poutput[2] | out_token | 0.46 | 4 |
| 6_report | RXSR.DOUT.poutput[2] | out_token | 0.50 | 4 |
| 5_1_grt | RXSR.DOUT.poutput[2] | in_token | 0.33 | 4 |
-- synthesized netlist by cell type, types with 5 or more instances --
cell type,count
sky130_fd_sc_hd__nand2_1,48
sky130_fd_sc_hd__dfrtp_1,46
sky130_fd_sc_hd__a21oi_1,23
sky130_fd_sc_hd__dfstp_2,18
sky130_fd_sc_hd__inv_1,14
sky130_fd_sc_hd__o21ai_0,12
sky130_fd_sc_hd__nor2_1,11
sky130_fd_sc_hd__nor4_1,9
sky130_fd_sc_hd__a22o_1,7
sky130_fd_sc_hd__mux2_2,7
sky130_fd_sc_hd__nor3_1,7
sky130_fd_sc_hd__xor2_1,7
sky130_fd_sc_hd__clkbuf_1,5
-- registers in the layout (all words and copies together), names as in the netlist, 3 cells and up --
register,count
RXSR.DOUT.poutput,8
TMR.BYTE.count,4
CRC16.check_16,16
TMR.SHIFT.count,4
BUSF.BCNT.count,3
RCNTRL.state,12
CRC5.check_5,5
-- layout make-up --
cell class              instances  area, µm²  share of cell area
clock buffers                  10        138              0.0409
well taps                     129        161              0.0480
inverters                      14       52.6              0.0156
clock inverters                 6       35.0              0.0104
repair buffers                 20        190              0.0565
multi-input cells             188       1160               0.346
flip-flops and latches         64       1620               0.483
-- cell families (layout without fill, tap and decap cells) --
family | count (synthesis) | after routing | synth area share
AND-OR/OR-AND | 56 | 56 | 0.125
XOR/XNOR | 10 | 10 | 0.0304
adder cells (fa/ha/maj) | 4 | 4 | 0.0174
buffers and inverters | 23 | 50 | 0.0313
flip-flops | 64 | 64 | 0.564
multiplexers | 10 | 10 | 0.0378
AND/OR/NAND/NOR | 108 | 108 | 0.194
-- metrics by stage --
step                      worst slack, ns  utilization  area (µm²)  hold WS, ns  power, mW
after floorplan                      1.50            -        2880        0.345      0.771
after global placement              0.872        0.344        3190        0.347      0.793
after detailed placement            0.845        0.344        3190        0.347      0.793
after CTS                           0.463        0.363        3370        0.333       1.35
after global routing                0.334        0.363        3370        0.350       1.39
final                               0.500        0.363        3370        0.329       1.33
-- where the power goes --
| group | leakage (nW) | total, mW | internal [mW] | switching, mW |
|---|---|---|---|---|
| combinational | 0.477 | 0.0248 | 0.00558 | 0.0192 |
| sequential | 0.830 | 0.754 | 0.749 | 0.00512 |
| clock | 0.0878 | 0.547 | 0.270 | 0.277 |
| total | 1.40 | 1.33 | 1.02 | 0.301 |
Power and IR drop assume default switching activity.
