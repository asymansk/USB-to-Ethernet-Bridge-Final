**flow/design.v**
```verilog
module crc32 (
  input  logic        clk,
  input  logic        reset,
  input  logic        crc_en,
  input  logic [7:0]  data_in,
  output logic [31:0] crc_out
  );
  localparam DATA_WIDTH = 8;
  localparam POLY_BITS = 32;
  localparam POLYNOMIAL = 33'h104C11DB7;
  function [POLY_BITS-1:0] update_crc;
    input [POLY_BITS-1:0] old_crc;
    input data_in;
    input [POLY_BITS-0:0] polynomial;
    reg [POLY_BITS-1:0] new_crc;
    reg feedback;
    begin
      feedback = old_crc[POLY_BITS-1] ^ data_in;
      new_crc = old_crc << 1;
      update_crc = feedback ? new_crc ^ polynomial[POLY_BITS-1:0] : new_crc;
    end
  endfunction
  function [POLY_BITS-1:0] update_crc_parallel;
    input [POLY_BITS-1:0] old_crc;
    input [DATA_WIDTH-1:0] data_in;
    input [POLY_BITS-0:0] polynomial;
    reg [POLY_BITS-1:0] new_crc;
    integer i;
    begin
      new_crc = old_crc;
      for (i=0; i<DATA_WIDTH; i=i+1) begin
        new_crc = update_crc(new_crc, data_in[i], polynomial);
      end
      update_crc_parallel = new_crc;
    end
  endfunction
  always_ff @(posedge clk) begin
    if (reset) begin
      crc_out <= {32{1'b1}};
    end else if (crc_en) begin
      crc_out <= update_crc_parallel(crc_out,data_in,POLYNOMIAL);
    end
  end
endmodule
module mac_receiver (
  input  logic        clk,
  input  logic        reset,
  input  logic [7:0]  rxd,       
  input  logic        rxdv,      
  input  logic        rxer,      
  input  logic        fifo_full,
  output logic [1:0]  mac_rec_state,
  output logic        wr_en,
  output logic        wr_start,
  output logic        wr_error,
  output logic [7:0]  wr_data 
  );
  localparam MIN_PAYLOAD = 46;
  localparam MAX_PAYLOAD = 1500;
  localparam MIN_FRAME = MIN_PAYLOAD+6+6+2;
  localparam MAX_FRAME = MAX_PAYLOAD+6+6+2;
  localparam PREAMBLE = 7;
  localparam FCS_LENGTH = 4;
  localparam IFG_LENGTH = 12;
  localparam PREAMBLE_DEFDATA = 8'h55;
  localparam SFD_DEFDATA = 8'hD5;
  localparam IFG_DEFDATA = 8'h00;
  localparam CRC32_RESIDUE = 32'hC704DD7B; 
  localparam RD_COUNT_BITS = $clog2(MAX_FRAME);
  typedef enum {
    IDLE, 
    RD_DATA,
    SKIP_FRAME
  } state_type;
  state_type state = IDLE;
  always_comb begin
	mac_rec_state = state;
  end
  logic [RD_COUNT_BITS-1:0] rd_count = {RD_COUNT_BITS{1'b0}};
  logic [FCS_LENGTH*8-1:0] crc_val;
  logic old_wr_en = 0;
  always_ff @(posedge clk) begin
    if (reset) begin
      old_wr_en <= 1'b0;
    end else begin
      old_wr_en <= wr_en;
    end
  end
  logic [31:0]temp;
  assign temp = crc_val;
  always_comb begin
    wr_start = wr_en & ~old_wr_en;
  end
  always_ff @(posedge clk) begin
    if(reset) begin
      wr_error <= 1'b0;
    end else
    if (state == RD_DATA && ~rxdv) begin
      wr_error <= rxer | rd_count >= MAX_FRAME+FCS_LENGTH-1 | crc_val == CRC32_RESIDUE; 
    end else if(state == SKIP_FRAME) begin
      wr_error <= 1'b1;
    end else begin
      wr_error <= fifo_full;
    end
  end
  always_ff @(posedge clk) begin
    if(reset | ~rxdv) begin
      wr_data <= {8{1'b0}};
    end else begin
      wr_data <= rxd;
    end
  end
  always_ff @(posedge clk) begin
    if (reset) begin
      wr_en = 1'b0;
      state <= IDLE;
      rd_count <= {RD_COUNT_BITS{1'b0}};
    end else if (1) begin
      case (state)
        IDLE : begin
          wr_en = 0;
          if (rxdv && rxer) begin
            state <= SKIP_FRAME;
          end else if (rxdv && rxd == SFD_DEFDATA) begin
            state <= RD_DATA;
          end else if (rxdv && rxd == PREAMBLE_DEFDATA) begin
            state <= IDLE;
          end else if (rxdv) begin
            state <= SKIP_FRAME;
          end
        end
        RD_DATA : begin
          wr_en = 1;
          if ((rxdv && rd_count >= MAX_FRAME+FCS_LENGTH-1) | rxer) begin
            state <= SKIP_FRAME;
            rd_count <= {RD_COUNT_BITS{1'b0}};
          end else if (rxdv) begin
            rd_count <= rd_count + 1;
          end else begin
	    wr_en = 1'b0;
            state <= IDLE;
            rd_count <= {RD_COUNT_BITS{1'b0}};
          end
        end
        SKIP_FRAME : begin
          wr_en = 0;
          if (~rxdv) begin
            state <= IDLE;
          end
        end
        default : begin
          state <= IDLE;
          rd_count <= {RD_COUNT_BITS{1'b0}};
        end
      endcase
    end
  end
  crc32 crc32_inst (
    .clk     (clk),
    .reset   (state == IDLE | reset),
    .crc_en  (state == RD_DATA),
    .data_in (rxd),
    .crc_out (crc_val)
  );
endmodule
```
**flow/run.sh**
```bash
#!/bin/bash
# OpenROAD 26Q1-2900-gdf79404cd8, Yosys 0.63+post, stock flow scripts
make -C /OpenROAD-flow-scripts/flow DESIGN_CONFIG=/design/flow/config.mk WORK_HOME=/design/flow/orfs finish
```
**flow/constraint.sdc**
```tcl
current_design mac_receiver

set clk_period 7.8
set clk_io_pct 0.2

create_clock -name clk0 -period $clk_period [get_ports {clk}]

set non_clock_inputs [all_inputs -no_clocks]
set_input_delay [expr $clk_period * $clk_io_pct] -clock clk0 $non_clock_inputs
set_output_delay [expr $clk_period * $clk_io_pct] -clock clk0 [all_outputs]
```
**flow/config.mk**
```make
export PLATFORM = sky130hd
export DESIGN_NAME = mac_receiver
export DESIGN_NICKNAME = mac_receiver
export VERILOG_FILES = /design/flow/design.v
export SDC_FILE = /design/flow/constraint.sdc
export NUM_CORES = 4
export LEC_CHECK = 1
export CORE_UTILIZATION = 30
```
==> flow_summary.toml <==
# physical design summary
[logic_synthesis]
synth-adder-area-share_pct = 0.662
top_logic_kind = "simple AND/OR/NAND/NOR gates"
synth-compound-area-share_pct = 10.3
top_cells_by_area = "sky130_fd_sc_hd__dfxtp_1 (46%), sky130_fd_sc_hd__xnor2_1 (10%), sky130_fd_sc_hd__o211ai_1 (6.0%)"
xor_share_synth_pct = 19.9
register_share_after_synthesis_pct = 45.5
yosys_stat_chip_area_mm2 = 0.00378
synth_top_cell_by_area = "sky130_fd_sc_hd__dfxtp_1"
synthesis.area_per_instance_um2 = 9.88
ys_cells = 383
fraction_of_post_synthesis_cell_area_in_the_top_cell_type_by_area_pct = 45.5
count_of_flip_flops_with_a_built_in_enable_after_synthesis = 0
postSynthCellCount = 383
synth_area_mm2 = 0.00378
synthesis.yosys.warnings = 2
synth.cellmix.simpleShare_pct = 20.8
ys.flops = 86
ys_async_sr_fraction_pct = 0
post_synth_num_cell_types = 43
synthMuxAreaShare_pct = 0.529
flop_cell = "sky130_fd_sc_hd__dfxtp_1"

[setup_path]
crit_arrival_ns = 3.73
timing.critical_path.buf_inv = 1
setup.worst_path.end = "rd_count[10]$_SDFFE_PP0N_"
path_cells = "clkdlybuf4s50_1, nor2b_1, nor2b_1, nand3_1, o211ai_1"
critical_path.most_common_cell = "sky130_fd_sc_hd__nor2b_1"
timing.critical_path.required_ns = 8.06
timing.critical_path.to_type = "flop"
worst_path_depth = 5
timing.rr.end = "state[1]$_SDFFE_PP0P_"
critical-path-slowest-cell = "sky130_fd_sc_hd__clkdlybuf4s50_1"
startpoint_type = "primary input"
critical_path_peak_fanout = 9
worstSetupStartpoint = "rxdv"
crit_type = "in -> reg"
worst_path_largest_cell_delay_ns = 0.67
r2r_setup_slack_ns = 5.66
r2r_cells = 5
cpLargestDelayFamily = "simple AND/OR/NAND/NOR gates"
rr_startpoint = "state[0]$_SDFFE_PP0P_"

[drt]
drt-initial-drc-count = 175
wl_per_cell_um = 12.2
ant_nets = 0
antennaDiodeCount = 0
first_pass_iters = 4
post_drt_via_cell_ratio = 4.48
drt_wl_total_um = 7440
vias = 2730
route.detailed.drc = 0

[flow_run]
warnings = 26
max_capacitance_violation_total = 0

[clocking]
cts_tree = "built"
cts_hold_buffers = 0
cts_made_buffers = 9
worst_setup_hold_path_clk_slew_ns = 0.06
clock_tree.htree_level_count = 3
root_buffer = "sky130_fd_sc_hd__clkbuf_16"
post_cts_resize_count = 0
post-cts-setup-buffers = 0
numClockSinks = 86
clock_latency_on_the_worst_skew_pair_ns = 0.34
clockBufferDepth = 2

[power_and_ir_drop]
peakVddDrop_mv = 0.100
post-layout-total-power_mw = 1.01
total_leakage_power_nw = 1.83
pwrdens_mw_per_mm2 = 217

[floorplanning]
die_area_mm2 = 0.0131
die_h_um = 114
fp.dieW_um = 114
placeableCoreArea_mm2 = 0.0122
num_io_pins = 26
starting_utilization_of_the_core_area_pct = 31.1
num_rows = 40

[cells_and_area]
top_logic_cells_by_instance_count_in_the_layout = "sky130_fd_sc_hd__dfxtp_1 (86), sky130_fd_sc_hd__nand2_1 (58), sky130_fd_sc_hd__xnor2_1 (43)"
layout_top_cell = "sky130_fd_sc_hd__dfxtp_1"
fillers = 1196
layout-drive-gt1-share_pct = 8.14
area_growth_syn_to_layout_pct = 23.0

[placed_design]
port-buffer-count = 25
dp_slack_ns = 4.01
final_replace_weighted_congestion = 0.858
place.detailed.hpwl_um = 5340

[sta]
hold_viol_final = 0
worst_hold_slack_ns = 0.506
setup_viol_count_final = 0
final.setup.worst_slack_ns = 4.33
clock-skew-final_ns = 0.00625
slew_of_the_pin_with_the_lowest_slew_margin_ns = 0.792
worst_slew_margin_rel_pct = 46.7
setup_total_negative_slack_ns = 0
setup_repair_after_global_routing_missed_its_margin = "no"
min_period_ns = 3.47
maximum_clock_frequency_mhz = 288
timing_max_transition_violations_final = 0
post-route-period-util_pct = 44.5

[status]
status = "completed"

[global_route]
first_global_vias = 2617
globalRouteOverflowTotal = 0
grt_max_degree = 51
grt_pass1_wl_um = 12900
grt_antenna_before_repair = 0
grt.total_usage_pct = 12.5

[min_path]
hp-class = "reg -> reg"
hold_start = "wr_en$_SDFFE_PP0P_"
## cells by family after synthesis
kind of cell | Yosys count
simple gates | 145
buf+inv | 19
xor+xnor | 74
fa+ha+maj | 2
mux | 2
flops | 86
compound gates | 54
other cells | 1
## cell type report
cell class | count | area [um2] | area share, %
Tap cell | 168 | 210 | 4.52
Clock buffer | 10 | 239 | 5.14
Multi-Input combinational cell | 307 | 2090 | 45.0
Inverter | 4 | 15.0 | 0.323
Clock inverter | 6 | 91.3 | 1.96
Sequential cell | 86 | 1720 | 37.0
Timing Repair Buffer | 29 | 280 | 6.03
## per-layer routing
layer / part of all wire [%] / global-route usage (%) / vias to the layer above
met5: 0 / 0 / -
met4: 1.3 / 1.82 / 0
met3: 3.8 / 2.59 / 5
met2: 44 / 19.2 / 42
met1: 50 / 19.0 / 1264
li1: - / - / 1419
## per-stage QoR
stage	instances	utilization, %	cell area [um2]
after floorplan	412	-	3890
after global placement	594	35.5	4320
after detailed placement	594	35.5	4320
after CTS	610	38.2	4650
after global routing	610	38.2	4650
final	610	38.2	4650
## state kept, by name (all words and copies together), names as in the netlist
| register | cells |
|---|---|
| crc32_inst.crc_out | 32 |
| state | 32 |
| rd_count | 11 |
| wr_data | 8 |
| old_wr_en | 1 |
| wr_en | 1 |
| wr_error | 1 |
## worst reg2reg max path, stage by stage, from the launching register on
cell,delay (ns)
sky130_fd_sc_hd__dfxtp_1,0.50
sky130_fd_sc_hd__nor2b_1,0.33
sky130_fd_sc_hd__nand3_1,0.13
sky130_fd_sc_hd__or4_1,0.56
sky130_fd_sc_hd__or3_1,0.40
sky130_fd_sc_hd__a31oi_1,0.16
## synth_stat cells, drive strengths merged, types with 5 or more instances
cell type,instances
dfxtp,86
xor2,23
nand2,58
nand4,5
and2,13
xnor2,49
nor4,18
clkbuf,11
nor2,14
o21ai,7
nor2b,8
o211ai,30
nand3,6
## worst min path at each step
stage / end / cells past startpoint
4_1_cts: rd_count[5]$_SDFFE_PP0N_ / 2
5_1_grt: old_wr_en$_SDFF_PP0_ / 1
6_report: old_wr_en$_SDFF_PP0_ / 1
## where the power goes
group / total (mW) / internal, mW / leakage (nW) / switching, mW
registers: 0.454 / 0.450 / 0.707 / 0.00408
logic: 0.0892 / 0.0437 / 0.958 / 0.0455
clock network: 0.465 / 0.291 / 0.163 / 0.173
total: 1.01 / 0.784 / 1.83 / 0.223
No activity file was given, so power comes from the tool's default toggle rates.
